## design.v

```verilog
module measureClifford(
    input wire i_clk,
    input wire i_rst_n,
    input wire [1 : 0] i_basis_0,
    input wire [1 : 0] i_basis_1,
    input wire [1 : 0] i_basis_2,
    input wire [1 : 0] i_basis_3,
    input wire [1 : 0] i_basis_4,
    input wire [1 : 0] i_result_0,
    input wire [1 : 0] i_result_1,
    input wire [1 : 0] i_result_2,
    input wire [1 : 0] i_result_3,
    input wire [1 : 0] i_result_4,
    output wire [5+1 : 0] o_value,
    output wire o_ready
);
    reg [0 : 2*5] tableau [0 : 2*5-1];
    reg [0 : 2*5] nxt_tableau [0 : 2*5-1];
    reg [1 : 0] basis [0 : 5-1];
    reg [1 : 0] nxt_basis [0 : 5-1];
    reg [1 : 0] result [0 : 5-1];
    reg [2 : 0] state, nxt_state;
    reg [$clog2(5)-1 : 0] cnt2, nxt_cnt2;
    reg [$clog2(5)-1 : 0] cnt3, nxt_cnt3;
    reg [$clog2(5)-1 : 0] cnt2_j, nxt_cnt2_j;
    reg [$clog2(5) : 0] first_row_idx, nxt_first_row_idx;
    reg [0 : 2*5] first_row, nxt_first_row;
    reg [0 : 2*5] ancilla, nxt_ancilla;
    reg [0 : 2*5] row1_1, row2_1;
    reg [0 : 2*5] row1_2, row2_2;
    reg [5+1 : 0] value, nxt_value;
    reg ready, nxt_ready;
    integer i, j;
    wire [0 : 5-1] wire_0 [0 : 2*5-1];
    wire [0 : 2*5] new_row_1, new_row_2;
    wire [0 : 2*5] obs_row;
    wire [0 : 5-1] wire_1 [0 : 2*5-1];
    wire [0 : 2*5-1] IsCommute;
    row_sum u_row_sum_1(
        .row1(row1_1),
        .row2(row2_1),
        .new_row(new_row_1)
    );
    row_sum u_row_sum_2(
        .row1(row1_2),
        .row2(row2_2),
        .new_row(new_row_2)
    );
    generate
        genvar gi, gj;
        for(gi=0;gi<2*5;gi=gi+1) begin : gen_wire_0
            for(gj=0;gj<5;gj=gj+1) begin : gen_inner_wire_0
                assign wire_0[gi][gj] = (basis[gj][1]) ? ((basis[gj][0]) ? tableau[gi][gj] : (tableau[gi][gj+5] & tableau[gi][gj])) : 1'b0;
            end
        end
    endgenerate
    assign o_value = (ready) ? value : 0;
    assign o_ready = ready;
    generate
        for(gi=0;gi<5;gi=gi+1) begin : gen_obs_row
            assign obs_row[gi] = basis[gi][1];
            assign obs_row[gi+5] = basis[gi][0];
        end
        assign obs_row[2*5] = 0;
    endgenerate
    generate
        for(gi=0;gi<2*5;gi=gi+1) begin : gen_wire_1
            for(gj=0;gj<5;gj=gj+1) begin : gen_inner_wire_0
                assign wire_1[gi][gj] = (obs_row[gj] & tableau[gi][gj+5]) ^ (obs_row[gj+5] & tableau[gi][gj]);
            end
        end
    endgenerate
    generate
        for(gi=0;gi<2*5;gi=gi+1) begin : gen_iscommute
            assign IsCommute[gi] = 1 ^ (^wire_1[gi]);
        end
    endgenerate
    always @(posedge i_clk or negedge i_rst_n) begin
        if(!i_rst_n) begin
            tableau[0] <= 11'b00000100000;
            tableau[1] <= 11'b01000000000;
            tableau[2] <= 11'b00000001000;
            tableau[3] <= 11'b01010000000;
            tableau[4] <= 11'b00001000000;
            tableau[5] <= 11'b10000000000;
            tableau[6] <= 11'b00000011100;
            tableau[7] <= 11'b01100000000;
            tableau[8] <= 11'b00001000101;
            tableau[9] <= 11'b01010000011;
            state <= 0;
            for(i = 0;i < 5;i = i+1) begin
                basis[i] <= 2'b00;
                result[i] <= 2'b00;
            end
            value <= 0;
            ready <= 0;
            cnt2 <= 0;
            cnt2_j <= 0;
            cnt3 <= 0;
            first_row_idx <= 0;
            ancilla <= {11{1'b0}};
            first_row <= {11{1'b0}};
        end else begin
            state <= nxt_state;
            if(state == 0) begin
                basis[0] <= i_basis_0;
                basis[1] <= i_basis_1;
                basis[2] <= i_basis_2;
                basis[3] <= i_basis_3;
                basis[4] <= i_basis_4;
                result[0] <= i_result_0;
                result[1] <= i_result_1;
                result[2] <= i_result_2;
                result[3] <= i_result_3;
                result[4] <= i_result_4;
                value <= 2**5;
            end
            else begin
                for(i=0;i<5;i=i+1) begin
                    basis[i] <= nxt_basis[i];
                end
                value <= nxt_value;
            end
            for(i=0;i<2*5;i=i+1) begin
                tableau[i] <= nxt_tableau[i];
            end
            cnt2 <= nxt_cnt2;
            cnt2_j <= nxt_cnt2_j;
            first_row_idx <= nxt_first_row_idx;
            first_row <= nxt_first_row;
            ready <= nxt_ready;
            ancilla <= nxt_ancilla;
            cnt3 <= nxt_cnt3;
            ready <= nxt_ready;
        end
    end
    always @(*) begin
        if(state==0) begin
            nxt_state = 1;
            nxt_cnt2 = 0;
            nxt_cnt2_j = 0;
            nxt_cnt3 = 0;
            nxt_ready = ready;
        end
        else if(state == 1) begin
            nxt_state = 2;
            nxt_cnt2 = 0;
            nxt_cnt2_j = 0;
            nxt_cnt3 = 0;
            nxt_ready = ready;
        end
        else if(state == 2) begin
            nxt_cnt3 = 0;
            if(!result[cnt2][1]) begin
                if(cnt2 == 5-1) begin
                    nxt_state = 3;
                    nxt_cnt2 = 0;
                    nxt_cnt2_j = 0;
                    nxt_ready = ready;
                end
                else begin
                    nxt_cnt2 = cnt2 + 1;
                    nxt_cnt2_j = 0;
                    nxt_ready = ready;
                    nxt_state = state;
                end
            end
            else begin
                if(cnt2_j >= 5) begin
                    if(cnt2_j == 5 && first_row_idx == 0 && nxt_ancilla[2*5] != result[cnt2][0]) begin
                        nxt_state = 4;
                        nxt_ready = 1;
                        nxt_cnt2 = 0;
                        nxt_cnt2_j = 0;
                    end
                    else if(cnt2 == 5-1) begin
                        nxt_state = 3;
                        nxt_cnt2 = 0;
                        nxt_cnt2_j = 0;
                        nxt_ready = ready;
                    end
                    else begin
                        nxt_cnt2_j = 0;
                        nxt_cnt2 = cnt2 + 1;
                        nxt_ready = ready;
                        nxt_state = state;
                    end
                end
                else begin
                    nxt_cnt2_j = cnt2_j + 1;
                    nxt_cnt2 = cnt2;
                    nxt_state = state;
                    nxt_ready = ready;
                end
            end
        end
        else if(state == 3) begin
            nxt_cnt2 = 0;
            nxt_cnt2_j = 0;
            if(&IsCommute[5:2*5-1] == 0) begin
                nxt_state = 4;
                nxt_ready = 1;
                nxt_cnt3 = 0;
            end
            else begin
                if(cnt3 == 5) begin
                    nxt_state = 4;
                    nxt_ready = 1;
                    nxt_cnt3 = 0;
                end
                else begin
                    nxt_state = state;
                    nxt_ready = 0;
                    nxt_cnt3 = cnt3 + 1;
                end
            end
        end
        else begin
            nxt_state = 0;
            nxt_cnt2 = 0;
            nxt_cnt2_j = 0;
            nxt_cnt3 = 0;
            nxt_ready = 0;
        end
    end
    always @(*) begin
        for(i = 0;i<5;i=i+1) begin
            nxt_basis[i] = basis[i];
        end
        if(state == 1) begin
            for(i = 0;i<5;i=i+1) begin
                if(basis[i] >= 2'b10) begin
                    nxt_basis[i] = 2'b01;
                end
                else nxt_basis[i] = basis[i];
            end
        end
        else if(state == 2) begin
            if(cnt2_j == 0 && result[cnt2][1]) nxt_basis[cnt2] = 2'b00;
            else nxt_basis[cnt2] = basis[cnt2];
        end
        else begin
            for(i = 0;i<5;i=i+1) begin
                nxt_basis[i] = basis[i];
            end
        end
    end
    always @(*) begin
        for(i=0;i<2*5;i=i+1) nxt_tableau[i] = tableau[i];
        if(state == 1) begin
            nxt_ancilla = 0;
            for(i=0;i<2*5;i=i+1) begin
                for(j=0;j<5;j=j+1) begin
                    nxt_tableau[i][j] = (basis[j][1]) ? ((basis[j][0]) ? (tableau[i][j+5] ^ tableau[i][j]) : tableau[i][j+5]) : tableau[i][j];
                    nxt_tableau[i][j+5] = (basis[j][1]) ? tableau[i][j] : tableau[i][j+5];
                end
                nxt_tableau[i][2*5] = tableau[i][2*5] ^ (^wire_0[i]);
            end
        end
        else if(state == 2) begin
            if(cnt2_j != 0 && first_row_idx != 0) begin
                nxt_ancilla = 0;
                if(cnt2_j-1 == first_row_idx-5) begin
                    nxt_tableau[cnt2_j-1] = new_row_1;
                    nxt_tableau[cnt2_j-1+5] = {11{1'b0}};
                    nxt_tableau[cnt2_j-1+5][cnt2+5] = 1'b1;
                    nxt_tableau[cnt2_j-1+5][2*5] = result[cnt2][0];
                end
                else begin
                    if(tableau[cnt2_j-1][cnt2]) nxt_tableau[cnt2_j-1] = new_row_1;
                    else nxt_tableau[cnt2_j-1] = tableau[cnt2_j-1];
                    if(tableau[cnt2_j-1+5][cnt2]) nxt_tableau[cnt2_j-1+5] = new_row_2;
                    else nxt_tableau[cnt2_j-1+5] = tableau[cnt2_j-1+5];
                end
            end
            else if(cnt2_j != 0 && first_row_idx == 0) begin
                if(tableau[cnt2_j-1][cnt2]) begin
                    nxt_ancilla = new_row_1;
                end
                else begin
                    nxt_ancilla = ancilla;
                end
            end
            else begin
                for(i=0;i<2*5;i=i+1) begin
                    nxt_tableau[i] = tableau[i];
                end
                nxt_ancilla = {11{1'b0}};
            end
        end
        else if(state == 3) begin
            if(cnt3 == 0) begin
                nxt_ancilla = {11{1'b0}};
            end
            else begin
                if(IsCommute[cnt3-1] == 0) nxt_ancilla = new_row_1;
                else nxt_ancilla = ancilla;
            end
        end
        else nxt_ancilla = ancilla;
    end
    always @(*) begin
        nxt_first_row_idx = first_row_idx;
        nxt_first_row = first_row;
        if(state == 2 && cnt2_j == 0 && result[cnt2][1]) begin
            nxt_first_row_idx = 0;
            nxt_value = value;
            for(i=2*5-1;i>=5;i=i-1) begin
                if(tableau[i][cnt2]) begin
                    nxt_first_row_idx = i;
                    nxt_value = value >>> 1;
                end
            end
            nxt_first_row = tableau[nxt_first_row_idx];
        end
        else if(state == 2 && cnt2_j == 5 && first_row_idx == 0 && nxt_ancilla[2*5] != result[cnt2][0]) nxt_value = 0;
        else if(state == 3 && &IsCommute[5:2*5-1] == 0) nxt_value = 0;
        else if(state == 3 && cnt3 == 5) begin
            if(nxt_ancilla[2*5]) nxt_value = value * -1;
            else nxt_value = value;
        end
        else nxt_value = value;
    end
    always @(*) begin
        row1_2 = {11{1'b0}};
        row2_2 = {11{1'b0}};
        if(state == 2) begin
            if(first_row_idx != 0 && cnt2_j != 0) begin
                if(cnt2_j-1 == first_row_idx-5) begin
                    row1_1 = {11{1'b0}};
                    row2_1 = first_row;
                    row1_2 = {11{1'b0}};
                    row2_2 = {11{1'b0}};
                end
                else begin
                    row1_1 = first_row;
                    row2_1 = tableau[cnt2_j-1];
                    row1_2 = first_row;
                    row2_2 = tableau[cnt2_j-1+5];
                end
            end
            else if(first_row_idx == 0 && cnt2_j != 0) begin
                row1_1 = tableau[cnt2_j-1+5];
                row2_1 = ancilla;
            end
            else begin
                row1_1 = {11{1'b0}};
                row2_1 = {11{1'b0}};
            end
        end
        else if(state == 3) begin
            if(cnt3 != 0) begin
                row1_1 = tableau[cnt3-1+5];
                row2_1 = ancilla;
            end
            else begin
                row1_1 = {11{1'b0}};
                row2_1 = {11{1'b0}};
            end
        end
        else begin
            row1_1 = {11{1'b0}};
            row2_1 = {11{1'b0}};
        end
    end
endmodule
module row_sum(
    input wire [0 : 2*5] row1,
    input wire [0 : 2*5] row2,
    output reg [0 : 2*5] new_row
);
    wire [1 : 0] phase_i [0 : 5-1];
    wire [0 : 2*5-1] front_row;
    reg [1 : 0] sum;
    reg last_bit;
    integer i;
    generate
        genvar gi;
        for(gi=0;gi<5;gi=gi+1) begin : phase_assign
            assign phase_i[gi] = (row1[gi] & ~row1[gi+5] & row2[gi] & row2[gi+5]) ? 2'b01 :
                                    (row1[gi] & row1[gi+5] & ~row2[gi] & row2[gi+5]) ? 2'b01 :
                                    (~row1[gi] & row1[gi+5] & row2[gi] & ~row2[gi+5]) ? 2'b01 :
                                    (row1[gi] & ~row1[gi+5] & ~row2[gi] & row2[gi+5]) ? 2'b11 :
                                    (~row1[gi] & row1[gi+5] & row2[gi] & row2[gi+5]) ? 2'b11 :
                                    (row1[gi] & row1[gi+5] & row2[gi] & ~row2[gi+5]) ? 2'b11 :
                                    2'b00;
        end
    endgenerate
    assign front_row = row1[0:2*5-1] ^ row2[0:2*5-1];
    always @(*) begin
        sum = 0;
        for(i=0;i<5;i=i+1) begin
            sum = (sum + phase_i[i]) % 4;
        end
        last_bit = row1[2*5] ^ row2[2*5] ^ sum[1];
        new_row = {front_row, last_bit};
    end
endmodule
```

## run.sh

```bash
#!/bin/bash
# OpenROAD 26Q1-2900-gdf79404cd8, Yosys 0.63+post, stock flow scripts
make -C /OpenROAD-flow-scripts/flow DESIGN_CONFIG=/design/flow/config.mk WORK_HOME=/design/flow/orfs finish
```

## config.mk

```make
export PLATFORM = sky130hd
export DESIGN_NAME = measureClifford
export DESIGN_NICKNAME = measureClifford
export VERILOG_FILES = /design/flow/design.v
export SDC_FILE = /design/flow/constraint.sdc
export NUM_CORES = 4
export LEC_CHECK = 1
export CORE_UTILIZATION = 30
```

## constraint.sdc

```tcl
current_design measureClifford

set clk_period 10.1
set clk_io_pct 0.2

create_clock -name clk0 -period $clk_period [get_ports {i_clk}]

set non_clock_inputs [all_inputs -no_clocks]
set_input_delay [expr $clk_period * $clk_io_pct] -clock clk0 $non_clock_inputs
set_output_delay [expr $clk_period * $clk_io_pct] -clock clk0 [all_outputs]
```

==> impl_metrics.yaml <==
# generated from flow reports
sta:
  fin_hold_ws_ns: 0.353
  worst_slew_pin_slew_ns: 0.929
  post-route-period-util_pct: 81.5
  relSlewSlack_pct: 37.7
  setup_slack_ns: 1.86
  hold_viol: 0
  final-setup-viol-count: 0
  finalClockSkew_ns: 0.0139
  grt_setup_unrepaired: "false"
  post-route-min-period_ns: 8.24
  fin_setup_tns_ns: 0
  slew_viol_final: 0
  fmax_mhz: 121
cts:
  ctsRootBufferMaster: "clkbuf_16"
  cts_resized: 0
  insertion_delay_ns: 0.52
  numCtsBuffers: 17
  post_cts_buffers: 0
  h-tree-depth: 4
  cts.path.max_buffers: 2
  path_clk_slew_ns: 0.07
  postCtsHoldBufs: 0
  cts_tree: "yes"
  clock-sinks: 178
power:
  clockPowerShare_pct: 50.3
  p_total_mw: 1.48
  pwr-share-seq_pct: 48.0
  peakVddDrop_uv: 139
  p_comb_share_pct: 1.7
  switching_share_pct: 24.4
  power.leakage_nw: 9.69
  p_int_mw: 1.12
  power_density_mw_per_mm2: 58.3
  power_switching_mw: 0.362
outcome:
  status: "completed"
cells_and_area:
  fin_util_pct: 32.9
  area_delta_synth_final_pct: 8.78
  stdcell_area_mm2: 0.0255
  nFillCells: 8264
  fin_cells: 4238
  final_layout_size_suffix_gt1_share_pct: 9.44
  lay_top_count: "nand2_1"
  mostFrequentLayoutCells: "nand2_1, o21ai_0, a21oi_1, nor2_1, dfrtp_1"
synth:
  syn_area_mm2: 0.0234
  synthDistinctLibCells: 113
  synth-seq-cells: 178
  synthArstFlopShare_pct: 100
  syn_inst: 3324
  flop_cell: "dfrtp_1"
  syn_avg_cell_area_um2: 7.04
  edf_count: 0
  yosys_area_mm2: 0.0234
  ys_seq_share_pct: 19.1
  yosys_cells: 3324
  ys_warn_count: 7
worst_setup_path:
  worstSetupPathType: "reg -> reg"
  path_max_fanout: 46
  end_kind: "register"
  slowest_delay_ns: 0.90
  cp_slowest_cell: "dfrtp_1"
  startpoint_type: "register"
  critPathRequiredTime_ns: 10.49
  cpMostUsedCell: "xnor2_1"
  worstPathArrival_ns: 8.63
  rrSetupSlack_ns: 1.86
  timing.rr.start: "cnt2_j[0]"
  cp.buffers_inverters: 3
  reg2reg_depth: 25
  reg2reg_to: "state[2]"
  path_delay_family: "AND-OR/OR-AND gates"
placement:
  pre_cts_ws_ns: 1.97
  dpl.hpwl_um: 92100
  port_buffers: 29
  dp_cells: 4206
  place_congestion: 1.14
  dpl-instance-area_mm2: 0.0248
floorplanning:
  num_rows: 102
  die-height_um: 281
  core_area_mm2: 0.0773
  fp_util_pct: 30.3
  die_area_mm2: 0.0791
  io_pins: 30
  chipWidth_um: 281
hold_path:
  holdPathEnd: "state[0]"
  min_path_cells: 0
  hp-start: "state[1]"
  hold_path_class: "reg -> reg"
grt:
  grt_pass1_vias: 23500
  antenna_found_initial: 2
  grt_max_degree: 144
  grt_use_total_pct: 32.6
  grt_pass1_wl_um: 179000
  overflow: 0
route:
  drtIter0Drc: 3465
  drt-total-wl_um: 128000
  via_count: 26200
  final_antenna_net_count: 0
  via_per_inst: 6.18
  firstDrtPassIters: 10
  post_drt_wl_per_cell_um: 30.2
  antenna_cells: 0
  drt_drc_violations_left: 0
job:
  maxCapViolations: 0
  tool_warnings: 50
## cell usage after synthesis, types with 23 or more instances
| library cell | instances | share of area [%] |
|---|---|---|
| dfrtp_1 | 158 | 17 |
| nand3_1 | 66 | 1.4 |
| nor3_1 | 42 | 0.90 |
| a21oi_1 | 331 | 7.1 |
| a221oi_1 | 23 | 0.86 |
| mux2_2 | 26 | 1.3 |
| o211ai_1 | 44 | 1.4 |
| a31oi_1 | 34 | 0.91 |
| a221o_1 | 28 | 1.2 |
| nand2_1 | 578 | 9.3 |
| a211oi_1 | 89 | 2.9 |
| inv_1 | 100 | 1.6 |
| buf_1 | 25 | 0.40 |
| nor2_1 | 250 | 4.0 |
| buf_2 | 30 | 0.64 |
| a22o_1 | 46 | 1.7 |
| ha_1 | 94 | 5.0 |
| a22oi_1 | 58 | 1.9 |
| o21ai_0 | 348 | 7.4 |
| mux2i_1 | 108 | 4.6 |
| clkbuf_1 | 266 | 4.3 |
| xnor2_1 | 137 | 5.1 |
| xor2_1 | 50 | 1.9 |
## area by class of cell
cell class	instances	area, um^2	share of cell area [%]
inverter	105	394	1.55
clock inverter	12	156	0.614
sequential	178	4480	17.6
timing repair buffer	182	1460	5.72
tap	1040	1300	5.11
multi-input combinational	2701	17200	67.6
clock buffer	20	457	1.79
## power groups by stage
stage	logic (mW)	clock network (mW)	registers, mW
final	0.0247	0.747	0.713
after global routing	0.0279	0.781	0.712
after CTS	0.0261	0.766	0.712
## worst register-to-register path, cell delays in order (launching register included)
cell and delay, ns:
dfrtp_1 0.90, inv_1 0.21, ha_1 0.52, xor2_1 0.23, a211oi_1 0.70, and2_4 0.75, nor2_4 0.28, a22o_1 0.31
a211oi_2 0.29, nor2_1 0.12, xnor2_1 0.17, fa_1 0.54, inv_1 0.05, fa_1 0.43, xor2_1 0.24, xnor2_1 0.12
mux2i_1 0.19, xnor2_1 0.16, xnor2_1 0.15, xnor2_1 0.15, xnor2_1 0.11, buf_4 0.21, o211a_1 0.29, or3_1 0.44
or2_1 0.26, a221o_1 0.29
## state kept, by name, summed over array words and instances, names as in the netlist, 4 cells and up
register	flops
first_row_idx	4
ancilla	11
state	5
result	10
first_row	11
basis	10
tableau	110
value	7
## kinds of logic (layout without fill, tap and decap cells)
group | Yosys count | count (layout) | synth area share, %
flip-flops | 178 | 178 | 19.1
AND/OR/NAND/NOR | 1062 | 1062 | 19.3
buffers and inverters | 445 | 319 | 7.65
adder cells (fa/ha/maj) | 104 | 104 | 5.88
multiplexers | 154 | 154 | 7.57
XOR/XNOR | 194 | 194 | 7.67
AND-OR/OR-AND | 1187 | 1187 | 32.8
## metal layers
metal	track usage (%)	wire length (um)	up-vias
met5	0	27	-
met4	16.4	8290	4
met3	12.0	16000	397
met2	47.1	53500	1658
met1	43.0	50100	12500
li1	-	-	11700
## worst max path at each step
stage,start,end,depth (start not counted)
CTS,cnt2_j[0],state[2],25
global route,cnt2_j[0],value[4],25
finish,cnt2_j[0],state[2],25
No activity file was given, so power comes from the tool's default toggle rates.
